==> /design/flow/design.v <==
module ps_inspect #(
    parameter integer PRESCALE     = 8
)
(
    input   wire        pl_clk_0,
    input   wire        pl_clk_1,
    input   wire        pl_clk_2,
    input   wire        pl_clk_3,
    (* MARK_DEBUG = "TRUE" *)
    input   wire        ila_clk,
    (* MARK_DEBUG = "TRUE" *)
    input   wire        pl_resetn,
    (* MARK_DEBUG = "TRUE" *)
    input   wire        rst_0,
    (* MARK_DEBUG = "TRUE" *)
    input   wire        rst_1,
    (* MARK_DEBUG = "TRUE" *)
    input   wire        rst_2,
    (* MARK_DEBUG = "TRUE" *)
    input   wire        rst_3,
    (* MARK_DEBUG = "TRUE" *)
    output  wire        div_pl_clk_0,
    (* MARK_DEBUG = "TRUE" *)
    output  wire        div_pl_clk_1,
    (* MARK_DEBUG = "TRUE" *)
    output  wire        div_pl_clk_2,
    (* MARK_DEBUG = "TRUE" *)
    output  wire        div_pl_clk_3
);
    localparam integer WIDTH = $clog2(PRESCALE);
    reg [(WIDTH-1):0]   counter [3:0];
    wire [3:0]          pl_clk;
    reg [3:0]           div_pl_clk;
    assign pl_clk       = { pl_clk_3, pl_clk_2, pl_clk_1, pl_clk_0 };
    assign div_pl_clk_0 = div_pl_clk[0];
    assign div_pl_clk_1 = div_pl_clk[1];
    assign div_pl_clk_2 = div_pl_clk[2];
    assign div_pl_clk_3 = div_pl_clk[3];
    genvar i;
    generate
        for (i = 0; i < 4; i = i + 1) begin: g_clk_div
            always @(posedge pl_clk[i]) begin
                counter[i]          <= counter[i] + 1;
                if ( counter[i] == (PRESCALE >> 1) - 1 ) begin
                    div_pl_clk[i]       <= ~div_pl_clk[i];
                    counter[i]          <= 0;
                end
            end
        end
    endgenerate
endmodule
==> /design/flow/run.sh <==
#!/bin/bash
# OpenROAD 26Q1-2900-gdf79404cd8, Yosys 0.63+post, stock flow scripts
make -C /OpenROAD-flow-scripts/flow DESIGN_CONFIG=/design/flow/config.mk WORK_HOME=/design/flow/orfs finish
==> /design/flow/config.mk <==
export PLATFORM = sky130hd
export DESIGN_NAME = ps_inspect
export DESIGN_NICKNAME = ps_inspect
export VERILOG_FILES = /design/flow/design.v
export SDC_FILE = /design/flow/constraint.sdc
export NUM_CORES = 4
export LEC_CHECK = 1
export CORE_AREA = 10 10 71 71
export DIE_AREA = 0 0 81 81
==> /design/flow/constraint.sdc <==
current_design ps_inspect

set clk_period 1.3
set clk_io_pct 0.2

create_clock -name clk0 -period $clk_period [get_ports {pl_clk_0}]
create_clock -name clk1 -period $clk_period [get_ports {pl_clk_1}]
create_clock -name clk2 -period $clk_period [get_ports {pl_clk_2}]
create_clock -name clk3 -period $clk_period [get_ports {pl_clk_3}]

set non_clock_inputs [all_inputs -no_clocks]
set_input_delay [expr $clk_period * $clk_io_pct] -clock clk0 $non_clock_inputs
set_output_delay [expr $clk_period * $clk_io_pct] -clock clk0 [all_outputs]
==> run summary <==
flow finished, numbers: crit path DAT=840 ps, Overflow after GRT=0, synthesis area per yosys=546 µm², Post-Syn Area=546 µm², Post-CTS Setup Inserts=0, Port Buffer Count=4, vias in the first global route=409, clock sinks=16, Psw=253 µW, status=finished, final reports clean, total die size=0.00656 mm², leak pwr=0.409 nW, main flop type after synthesis=dfxtp_1, Worst Tran Pin Value=157 ps, yosys cell count=44, crit-path leading delay family=flip-flops, Pwr Total=1.60 mW, final hold violations=0, Post-synth regs=16, Worst setup EP type=primary output, vias=331, worst-case clock skew=6.01 ps, Setup-failing EPs final=0, Reg clk slew, reported paths=30 ps, top cells by area=dfxtp_1 (44%), edfxtp_1 (22%), ha_1 (18%), CP cell instances=dlygate4sd2_1, CP max-delay cell=edfxtp_1, drt total wl=841 µm, largest net degree at the start of global routing=5, fillcell total=393, hold buffer count at cts=0, Slew HR=89.6%, CP peak stage delay=370 ps, count leader, synth=dfxtp_1, initial antenna violation count=0, syn avg cell area=12.4 µm², RSZ-0062 raised after global routing=no, Post-route DRC=0, sw frac=15.8%, width of the die=81 µm, Top Ports=14, count of different cell masters after synthesis=6, pwr/cell area=1930 mW/mm², ANT nets after route=0, setup_tns=0 ps, worst reg2reg setup slack=290 ps, first-pass GRT wire length=1.59 mm, Placed Area=646 µm², routed length per placed instance=7.51 µm, hold slack=419 ps, layout cells sized above 1=18.8%, logic gate share of total power=0%, Antenna diodes=0, Max Cap Viol=0, Log Warnings=32, synth cell count leaders=dfxtp_1 (12), ha_1 (8), inv_1 (8), nor2_1 (8), Hold/Removal Path Class=flop to flop, fraction of registers with async set/reset=0%, worst path bufs/invs=1, post-CTS resize count=2, Final Cell Area=828 µm², CTS tree=built, Syn. warnings=2, DR iter-0 viols=11, Synth Seq Share=66.1%, CP Class=flop to primary output, Critical Path Source Type=flop, HPWL Detailed=548 µm, GP Congestion=0.624, Via density=2.96, Critical Path Fanout Max=2, post-synth top area cell=dfxtp_1, Clock Power Share=68.1%, crit path DRT=1040 ps, Syn-to-layout area delta=51.8%, Slew Viols, Final=0, synthesized instance count=44, P_int=1.35 mW, Core Box Area=0.00363 mm², sequential share of power=31.9%, count of library flops with an enable pin=4, # rows=22, post-synth top area share=44.0%, GRT Total Usage=3.06%, drt pass-1 iters=2, fp util=15.0%, Die Height=81 µm, worst vdd ir=0.653 mV
## metal layers
layer	GRT usage, %	wire length [µm]
met3	2.23	80
met5	0	0
met4	2.60	45
met1	3.71	355
met2	3.42	359
## layout by cell type (no fill, tap or decap)
cell type,n
clkbuf_1,4
clkbuf_8,12
dfxtp_1,12
dlygate4sd2_1,2
dlymetal6s2s_1,2
edfxtp_1,4
ha_1,8
inv_1,8
nor2_1,8
nor2b_1,4
## through the flow
step / setup slack, ps / instances / util [%]
floorplan: 363 / 44 / -
global placement: 220 / 96 / 17.8
detailed placement: 230 / 96 / 17.8
CTS: 10.3 / 112 / 22.7
global route: 157 / 112 / 22.8
finish: 199 / 112 / 22.8
## layout make-up
class	count	area, µm²	share of cell area, %
sequential	16	360	43.5
clock buffer	16	180	21.8
multi-input combinational	20	155	18.7
tap	48	60.1	7.25
timing repair buffer	4	42.5	5.14
inverter	8	30.0	3.63
## logic make-up after synthesis
| logic type | count (synthesis) | share of synthesized area, % |
|---|---|---|
| simple gates | 12 | 10.1 |
| fa+ha+maj | 8 | 18.3 |
| buf+inv | 8 | 5.50 |
| flops | 16 | 66.1 |
## registers in the layout, indices dropped and copies added, names as in the netlist
| register | count |
|---|---|
| counter | 12 |
| div_pl_clk | 4 |
## worst paths after layout
| check | from | to | depth (start not counted) |
|---|---|---|---|
| min in group clk3 | counter[3][0] | counter[3][0] | 1 |
| min in group clk2 | counter[2][0] | counter[2][0] | 1 |
| min reg2reg | counter[1][0] | counter[1][0] | 1 |
| max reg2reg | counter[0][0] | div_pl_clk[0] | 2 |
| max in group clk3 | counter[3][0] | div_pl_clk[3] | 2 |
| max | div_pl_clk[3] | div_pl_clk_3 | 1 |
| min | counter[1][0] | counter[1][0] | 1 |
| max in group clk1 | counter[1][0] | div_pl_clk[1] | 2 |
| min in group clk0 | counter[0][0] | counter[0][0] | 1 |
| max in group clk2 | counter[2][0] | div_pl_clk[2] | 2 |
## power groups by stage
| stage | clock network [mW] | registers, mW | logic [mW] |
|---|---|---|---|
| 4_1_cts | 1.12 | 0.512 | 0.000000138 |
| 5_1_grt | 1.20 | 0.511 | 0.000000175 |
| 6_report | 1.09 | 0.512 | 0.000000175 |
Power figures rest on the tool's default switching activity, not on a simulated workload.
